**run.sh**
```bash
#!/bin/bash
# OpenROAD 26Q1-2900-gdf79404cd8, Yosys 0.63+post, stock flow scripts
make -C /OpenROAD-flow-scripts/flow DESIGN_CONFIG=/design/flow/config.mk WORK_HOME=/design/flow/orfs finish
```
**constraint.sdc**
```tcl
current_design MUL_Stage

set clk_period 1.0
set clk_io_pct 0.2

create_clock -name clk0 -period $clk_period [get_ports {clk}]

set non_clock_inputs [all_inputs -no_clocks]
set_input_delay [expr $clk_period * $clk_io_pct] -clock clk0 $non_clock_inputs
set_output_delay [expr $clk_period * $clk_io_pct] -clock clk0 [all_outputs]
```
**design.v**
```verilog
`timescale 1ns / 1ps
module MUL_Stage #(parameter WIDTH=8,ind=0)(
    input[WIDTH-1:0] Mpd_in,
    input[WIDTH-1:0] ppd_in,
    input clk,
    input rst,
    input Multiplier_bit, 
    output reg[WIDTH-1:0] Mpd_out,
    output reg[WIDTH-1:0] ppd_out
    );
    wire[WIDTH-1:0] Mpd_out_w=(ind)?{Mpd_in,1'b0}:Mpd_in;
    always @(posedge clk or negedge rst) begin
        if(rst==1'b0) begin
            ppd_out<={WIDTH{1'b0}};
            Mpd_out<={WIDTH{1'b0}};
        end
        else begin
            ppd_out<=ppd_in+(Mpd_out_w&{WIDTH{Multiplier_bit}});
            Mpd_out<=Mpd_out_w;
        end
    end
endmodule
module Pipeline_MUL_4x4(
    input [3:0] A,
    input [3:0] B,
    input clk,
    input rst,
    output [7:0] Y
    );
    wire[7:0] stage_w[4:0];
    wire[7:0] Mpd_stage[4:0];
    wire[3:0] Multiplier_bit;
    assign stage_w[0]=8'b0,Mpd_stage[0]=A,Y=stage_w[4];
    Pipeline_ShiftReg#(4) sReg(.D(B),
                           .clk(clk),
                           .rst(rst),
                           .sr_out(Multiplier_bit));
    generate
    genvar i;
    for(i=0;i<4;i=i+1) begin
        MUL_Stage#(8,i) st(.Mpd_in(Mpd_stage[i]),
                           .ppd_in(stage_w[i]),
                           .clk(clk),
                           .rst(rst),
                           .Multiplier_bit(Multiplier_bit[i]),
                           .Mpd_out(Mpd_stage[i+1]),
                           .ppd_out(stage_w[i+1]));
    end
    endgenerate
endmodule
```
**config.mk**
```make
export PLATFORM = sky130hd
export DESIGN_NAME = MUL_Stage
export DESIGN_NICKNAME = MUL_Stage
export VERILOG_FILES = /design/flow/design.v
export SDC_FILE = /design/flow/constraint.sdc
export NUM_CORES = 4
export LEC_CHECK = 1
export CORE_AREA = 10 10 90 90
export DIE_AREA = 0 0 100 100
```
==> ci_impl_report.md <==
## Implementation flow summary

| Metric | Value |
|---|---|
| Share of cells above drive strength 1 | 60.0% |
| PwrDens | 1210 mW/mm^2 |
| Crit end category | flip-flop |
| Final Hold Vio Count | 0 |
| EDFF count, synth | 0 |
| Global-route wire length before repair | 3750 um |
| Register share after synthesis | 53.6% |
| H-Tree Depth | 1 |
| Metal3 WL | 171 um |
| Internal cell power | 1.37 mW |
| Die X | 100 um |
| Final setup TNS | -1.51 ns |
| Global route overflow | 0 |
| Fp util | 11.9% |
| Leak Pwr | 0.710 nW |
| NetSw | 440 uW |
| Final Power | 1.81 mW |
| Design Area, Final | 0.00150 mm^2 |
| CTS tree | done |
| Clk slew on worst S/H paths | 0.07 ns |
| Yosys stat chip area | 747 um^2 |
| Final wirelength | 2380 um |
| Yosys Instances | 63 |
| WHS | 0.0473 ns |
| TritonCTS Buffers | 3 |
| Final setup violation count | 5 |
| CP Launch Type | primary input |
| DP Area | 0.00135 mm^2 |
| Pre-CTS WS | -1.17 ns |
| Area leader share | 53.6% |
| Kind of critical path | in2reg |
| Metal2 WL | 1080 um |
| Non-Filler Instances | 197 |
| DRC viols | 0 |
| Final ANT Viol Nets | 0 |
| WL per Instance | 12.1 um |
| Cycle use final | 150% |
| Critical Path AT | 1.69 ns |
| Comb power frac | 27.4% |
| Final min period | 1.50 ns |
| DRT Pass-1 Iters | 2 |
| Post-Syn Instances | 63 |
| Clock root cell | clkbuf_8 |
| Clk sinks | 16 |
| Tot GR Track Use | 4.73% |
| Sequential Power Share | 40.4% |
| Req. time, crit path | 1.19 ns |
| HP Class | in2reg |
| Initial antenna violation count | 0 |
| Core area | 0.00628 mm^2 |
| RSZ-0062 raised after global routing | yes |
| Status | finished with violations |
| Top Layer Used | met4 |
| Failing checks | negative setup slack |
| Via-per-instance ratio | 3.36 |
| Vias in the first global route | 703 |
| Routed length on met1 | 1090 um |
| Fmax | 666 MHz |
| Initial drt markers | 56 |
| FP Rows | 29 |
| N_diodes | 0 |
| Port-buffer cells | 34 |
| Area growth syn-to-layout | 101% |
| #FFs+latches synth | 16 |
| Largest net degree at the start of global routing | 17 |
| Final HPWL DP | 1840 um |
| Commonest flop | dfrtp_1 |
| Post-route setup slack | -0.502 ns |
| FILL cells | 654 |
| Area leader, netlist | dfrtp_1 |
| Fin util | 24.0% |
| Area contributors post-synth | dfrtp_1 (54%), ha_1 (12%), and2_1 (5.0%), xnor2_1 (4.7%), a21oi_1 (3.4%) |
| Clock Tree Buf Depth | 2 |
| Die Size | 0.0100 mm^2 |
| Relative max-transition margin | 85.3% |
| Least-Margin Pin Slew | 0.218 ns |
| Yosys warning tally | 1 |
| Post-Syn Area | 747 um^2 |
| Clock Power Share | 32.2% |
| Worst vdd ir | 0.000365 V |
| Dpl cells | 188 |
| Final number of max-transition violations | 0 |
| Die height | 100 um |
| MaxCap Viol Count | 0 |
| Switching Share | 24.3% |
| Tool warnings | 28 |
| I/O pins | 35 |
| Final GP Congestion | 0.878 |
| CP max FO | 2 |
| Via Count | 661 |
| Async set-reset flop share out of synthesis | 100% |
| Count of cell types in the netlist | 22 |
| Synthesized area per cell | 11.9 um^2 |
synthesized netlist by cell type (all sizes together) (3+ instances only):
cell type / number
xnor2: 4
ha: 7
nand3: 3
dfrtp: 16
and2: 6
inv: 5
nand2: 3
a21oi: 5
layout make-up:
class                      count  area, um^2  area share [%]
clock buffer                   4        55.1            3.66
inverter                       5        18.8            1.25
multi-input combinational     42         494            32.9
sequential                    16         400            26.6
tap                           77        96.3            6.41
timing repair buffer          53         439            29.2
cells in the final DEF, fill, tap and decap left out, types with 4 or more instances in the layout:
cell type and instances:
clkbuf_2 13, ha_4 7, and2_4 6, dfrtp_1 16, dlymetal6s2s_1 6, buf_4 13
buf_2 6, clkbuf_8 4, buf_6 6, xnor2_1 4
flip-flops by register name (all words and copies together) (netlist names):
register / cells
Mpd_out: 8
ppd_out: 8
logic make-up (layout without fill, tap and decap cells):
logic type | Yosys count | after routing | share of synthesized area, %
DFF | 16 | 16 | 53.6
and+or+nand+nor | 18 | 18 | 14.6
adders and majority gates | 8 | 8 | 14.4
AOI/OAI and AO/OA | 11 | 11 | 9.05
xor gates and xnor gates | 5 | 5 | 5.86
buffers and inverters | 5 | 62 | 2.51
per-layer routing:
metal	vias up	global-route usage (%)
met4	0	0.978
met3	2	1.67
li1	331	-
met1	310	6.60
met2	18	6.92
met5	-	0
power groups by stage:
stage,Clock [mW],Sequential (mW),Combinational (mW)
global route,0.648,0.740,0.559
CTS,0.619,0.733,0.454
finish,0.583,0.733,0.497
worst max-delay path, cell delays in order:
cell,delay (ns)
buf_6,0.09
and2_4,0.15
ha_4,0.15
inv_2,0.06
fa_2,0.24
nor2b_4,0.05
o31a_1,0.25
or4_4,0.42
nand3_2,0.08
worst paths after layout:
check,from,end,slack [ns],cells after the start
min in group asynchronous,rst,Mpd_out[2],0.28,2
min,Mpd_in[0],Mpd_out[0],0.05,1
max in group asynchronous,rst,Mpd_out[4],0.60,2
max,Mpd_in[0],ppd_out[6],-0.50,9
what timing repair did:
action                                 4_1_cts  5_1_grt
hold buffers                                 0        0
gates cloned                                 0        0
gates resized                               65       45
setup endpoints to repair                   23       16
setup buffers                                3        4
endpoints found under the hold margin        0        0
pin swaps                                    7       24
No activity file was given, so power comes from the tool's default toggle rates.
